==> design.v <==
`timescale 1ns / 1ps
module ALU(input enable,input [3:0]	fn_sel,
		input	 [7:0]	a, b,
		output reg	[7:0]	out,
		input cmpflag);				
	parameter z=3'd0,c=3'd1,v=3'd2,s=3'd3; 
	wire [8:0] sub_ab;			 
	wire [8:0] add_ab;			 
	wire [8:0] left_shift_ab;	 
	wire [8:0] right_shift_ab;	 
	wire [8:0]	decrement_a, increment_a;  
	reg [3:0]flags;				 
	assign add_ab = a+b;			 
	assign sub_ab = a-b;			 
	assign left_shift_ab = a<<b;	 
	assign right_shift_ab = a>>b;	 
	assign decrement_a = a-1;		 
	assign increment_a = a+1;		 
	always @(posedge enable) begin
		case (fn_sel)				
			4'd0:  								 
			begin
				out <= add_ab;
				if(add_ab[8]==1'd1)begin		 
					flags[c] = 1'd1;
					flags[v] = 1'd1;
				end	
				else begin
					flags[c] = 1'd0;
					flags[v] = 1'd0;
				end
			end
			4'd1: 								 
			begin
				out <= sub_ab;
				if(sub_ab[8]==1'd1)begin		 
					flags[s] = 1'd1;			 
					flags[v] = 1'd1;
				end		
				if(a<b)begin					 
					flags[s] = 1'd1;
				end	
				else begin
					flags[s] = 1'd0;
					flags[v] = 1'd0;
				end	
			end
			4'd2:  out <= a & b;					 
			4'd3:  out <= a | b;					 
			4'd4:  									 
			begin
				out <= left_shift_ab;
				if(left_shift_ab[8]==1'd1)begin		 
						flags[v] = 1'd1;
				end		
				else begin
					flags[v] = 1'd0;
				end	
			end				
			4'd5:  									 
			begin
				out <= right_shift_ab;
				if(right_shift_ab[8]==1'd1)begin	 
						flags[v] = 1'd1;
				end		
				else begin
					flags[v] = 1'd0;
				end	
			end		
			4'd6:									 
			begin
				out <= decrement_a;
				if(decrement_a[8]==1'd1)begin	 
					flags[s] = 1'd1;			 
					flags[v] = 1'd1;
				end		
				else begin
					flags[s] = 1'd0;
					flags[v] = 1'd0;
				end	
			end		
			4'd7:									 
			begin
				out <= increment_a;
				if(increment_a[8]==1'd1)begin		 
						flags[v] = 1'd1;
				end		
				else begin
					flags[v] = 1'd0;
				end	
			end	
			default: out <= 0;					
		endcase
		if(out==8'd0)begin							 
			flags[z] =1'd1;							 
		end	
		else begin						
			flags[z] = cmpflag-1;					 
		end	
	end
endmodule
==> run.sh <==
#!/bin/bash
# OpenROAD 26Q1-2900-gdf79404cd8, Yosys 0.63+post, stock flow scripts
make -C /OpenROAD-flow-scripts/flow DESIGN_CONFIG=/design/flow/config.mk WORK_HOME=/design/flow/orfs finish
==> config.mk <==
export PLATFORM = sky130hd
export DESIGN_NAME = ALU
export DESIGN_NICKNAME = ALU
export VERILOG_FILES = /design/flow/design.v
export SDC_FILE = /design/flow/constraint.sdc
export NUM_CORES = 4
export LEC_CHECK = 1
export CORE_AREA = 10 10 96 96
export DIE_AREA = 0 0 106 106
==> constraint.sdc <==
current_design ALU

set clk_period 6.3
set clk_io_pct 0.2

create_clock -name clk0 -period $clk_period [get_ports {enable}]

set non_clock_inputs [all_inputs -no_clocks]
set_input_delay [expr $clk_period * $clk_io_pct] -clock clk0 $non_clock_inputs
set_output_delay [expr $clk_period * $clk_io_pct] -clock clk0 [all_outputs]
==> GITHUB_STEP_SUMMARY <==
### Metrics collected by this job

| Metric | Value |
|---|---|
| Post-layout period usage of the worst path | `0.699` |
| Num ports | `30` |
| H-tree levels | `1` |
| Slew Limit Fails | `0` |
| Avg Synthesized Cell Area | `7.70 µm²` |
| Worst vdd ir | `57.3 µV` |
| Post-cts hold-fix buffer tally | `0` |
| Finished Core Util | `0.275` |
| Xor/xnor share | `0.0218` |
| Clock Sink Count | `8` |
| Worst slew margin | `0.510` |
| Register Area | `160 µm²` |
| Synth Seq Share | `0.0995` |
| CP endpoint kind | `register` |
| ANT nets after route | `0` |
| Global-route wire length before repair | `8760 µm` |
| Synth cell types | `64` |
| Via/cell ratio | `5.21` |
| Synth Register Bits | `8` |
| Status | `completed` |
| Pwr dens | `123 nW/µm²` |
| Height of the die | `106 µm` |
| Logic area | `1340 µm²` |
| Count of final hold-check violations | `0` |
| Placement Rows | `31` |
| Full die area | `11,200 µm²` |
| Dominant combinational family | `AND-OR/OR-AND gates` |
| Lkg Pwr | `0.702 nW` |
| Fp_density | `0.223` |
| Tightest Hold Check Type | `primary input to register` |
| Port buffer count | `28` |
| Post-synth area from yosys stat | `1610 µm²` |
| AND/OR/NAND/NOR Cells, Area Fraction | `0.239` |
| GRT overflow | `0` |
| Clk root buf | `clkbuf_8` |
| Ys Warns | `1` |
| Dominant flop cell | `dfxtp_1` |
| Core area | `7210 µm²` |
| Yosys adder share | `0.126` |
| Reg clk slew, reported paths | `0.04 ns` |
| Post-cts sizing count | `0` |
| Count of tool warnings | `27` |
| Vias in the first global route | `1,722` |
| Max Buffers Root-to-Sink | `2` |
| Num CTS Buffers | `3` |
| CP startpoint kind | `primary input` |
| Antenna violations before repair | `0` |
| Inserted Diodes | `0` |
| Largest regs | `out: 8 flops` |
| HPWL after DPL | `3960 µm` |
| Crit path launch | `fn_sel[0]` |
| Worst-path fanout max | `18` |
| AO/OA Area Share | `0.305` |
| DR WL/cell | `15.5 µm` |
| RePlAce Congestion | `0.899` |
| Via count | `1,693` |
| Max reg flops | `8` |
| Most numerous logic cell after layout | `clkdlybuf4s50_1` |
| Most flops, register | `out` |
| Cell count after synthesis | `209` |
| Final min period | `4.40 ns` |
| Asr flop ratio synth | `0` |
| Layout area overhead | `23.3%` |
| Hold_sp | `b[6]` |
| Post-Syn Area | `1610 µm²` |
| Actual slew at the worst max-slew pin | `0.733 ns` |
| Share of cells above drive strength 1 | `0.0841` |
| Die Wd | `106 µm` |
| RSZ-0062 raised after global routing | `no` |
| Final setup vio count | `0` |
| Yosys cell count | `209` |
| Max-capacitance violation count | `0` |
| Iter 0 DRT Violations | `130` |
| CTS tree | `yes` |
| Most frequent cells in the layout | `28 x clkdlybuf4s50_1, 20 x nor2_1, 14 x nand2_1` |
| Flip-flops with a built-in enable | `0` |
| Number of fill cells in the layout | `812` |
| DR DRC count | `0` |
| Postcts setup bufs | `0` |
| Final WL | `5040 µm` |
| Critical path data arrival time | `4.54 ns` |
| F_max | `0.227 GHz` |
| All-Layer GR Usage | `0.0925` |
| DR pass1 iterations | `4` |
| Largest net degree at the start of global routing | `26` |
| Worst EP required | `6.44 ns` |
| Crit path kind | `primary input to register` |
| Final setup TNS | `0 ns` |
| MUX area fraction | `0.137` |
through the flow:
| stage | std cells | hold WS (ns) | setup WS, ns | cell area, µm² | total power, mW |
|---|---|---|---|---|---|
| finish | 325 | 1.95 | 1.90 | 1990 | 0.245 |
| floorplan | 209 | 1.44 | 2.54 | 1610 | 0.140 |
| global placement | 322 | 1.94 | 1.72 | 1940 | 0.186 |
| CTS | 325 | 1.93 | 1.94 | 1990 | 0.248 |
| global route | 325 | 1.97 | 1.67 | 1990 | 0.267 |
| detailed placement | 322 | 1.93 | 1.71 | 1940 | 0.187 |
routing by layer:
layer,global-route usage,part of all wire,vias to the layer above
li1,-,-,837
met1,0.121,0.44,815
met2,0.165,0.51,41
met3,0.0128,0.045,0
met4,0.00484,0,0
met5,0,0,-
synthesized netlist by cell type, types with 2 or more instances:
master	instances	area share
nor2_1	20	0.047
nand2_1	14	0.033
mux2i_1	13	0.081
o21ai_0	12	0.037
a21oi_1	10	0.031
ha_1	9	0.070
buf_2	8	0.025
dfxtp_1	8	0.099
inv_1	7	0.016
maj3_1	7	0.044
nor3_1	6	0.019
o31ai_1	6	0.028
a21o_1	5	0.023
a22o_1	5	0.027
clkbuf_1	4	0.0093
nor2b_1	4	0.016
o211ai_1	4	0.019
a31oi_1	3	0.012
mux4_2	3	0.042
nand2b_1	3	0.012
xnor2_1	3	0.016
a211o_1	2	0.011
a211oi_1	2	0.0093
a22oi_1	2	0.0093
a311oi_1	2	0.011
buf_4	2	0.0093
mux2_2	2	0.014
nand3b_1	2	0.0093
nor3_2	2	0.012
nor4_1	2	0.0078
nor4b_1	2	0.011
or2_2	2	0.0078
or3b_2	2	0.011
worst paths after layout:
check / cells past startpoint / to / slack, ns
max: 11 / out[6] / 1.90
min: 3 / out[3] / 1.95
cell type report:
type                            instances  area share
Clock buffer                            3      0.0208
Multi-Input combinational cell        177       0.672
Sequential cell                         8      0.0807
Inverter                                8      0.0151
Tap cell                               99      0.0624
Timing Repair Buffer                   30       0.149
report_power, final:
group	switching (mW)	internal, mW	total, mW
Sequential	0.00141	0.0570	0.0584
Combinational	0.0655	0.0623	0.128
Clock	0.0175	0.0411	0.0586
cell families (layout without fill, tap and decap cells):
logic type	count (synthesis)	in the layout
simple gates	69	69
buf+inv	24	41
xor+xnor	4	4
mux	18	18
compound gates	69	69
flops	8	8
fa+ha+maj	17	17
critical path, cell delays in order:
cell and delay (ns):
clkdlybuf4s50_1 0.92, and2b_1 0.25, a21boi_0 0.45, o21ai_0 0.17, a22o_1 0.27, ha_1 0.32, nor2b_1 0.16, o21ai_0 0.24
a21oi_1 0.13, o21a_1 0.19, o31ai_1 0.17
Power figures rest on the tool's default switching activity, not on a simulated workload.
